<file path="./config.mk">
export PLATFORM = sky130hd
export DESIGN_NAME = id
export DESIGN_NICKNAME = id
export VERILOG_FILES = /design/flow/design.v
export SDC_FILE = /design/flow/constraint.sdc
export NUM_CORES = 4
export LEC_CHECK = 1
export CORE_AREA = 10 10 102 102
export DIE_AREA = 0 0 112 112
</file>
<file path="./constraint.sdc">
current_design id

set clk_period 7.7
set clk_io_pct 0.2

create_clock -name clk0 -period $clk_period

set non_clock_inputs [all_inputs -no_clocks]
set_input_delay [expr $clk_period * $clk_io_pct] -clock clk0 $non_clock_inputs
set_output_delay [expr $clk_period * $clk_io_pct] -clock clk0 [all_outputs]
</file>
<file path="./design.v">
`timescale 1ns/1ps
module decoder(instr,newPC,constant,branchDir,outSelMux,controlAcum,operation,memControl);
	input wire [15:0] instr;
	input wire [9:0] newPC;
	output wire [7:0] constant;
	output reg [9:0] branchDir;
	output reg [1:0] outSelMux;
	output reg [2:0] controlAcum;
	output wire [5:0] operation; 
	output reg [1:0] memControl;
	assign operation = instrDecod;
	wire [5:0] instrDecod;
	wire [9:0] instrInfo;
	assign instrDecod = instr[15:10];
	assign instrInfo = instr[9:0];
	wire [5:0] saltoRel;
	wire [4:0] dir;
	assign constant = instrInfo [7:0];
	assign saltoRel = instrInfo [5:0];
	assign dir = saltoRel[4:0];
	always @(*) begin
		if(instrDecod == 6'h19 || instrDecod == 6'h05 || instrDecod == 6'h06 
			|| instrDecod == 6'h01 || instrDecod == 6'h02) branchDir = instrInfo;
		else 
			begin
				if(saltoRel[5]) branchDir = newPC - dir;
				else branchDir = newPC + dir;
			end		
		case(instrDecod)
			6'h01: begin
				controlAcum = 3'b010;
				outSelMux = 2'b00;
				memControl = 2'b01;
			end 
			6'h02: begin
				controlAcum = 3'b100;
				outSelMux = 2'b00;
				memControl = 2'b01;
			end
			6'h03: begin
				controlAcum = 3'b001;
				outSelMux = 2'b00;
				memControl = 2'b00;
			end 
			6'h04: begin
				controlAcum = 3'b011;
				outSelMux = 2'b00;
				memControl = 2'b00;
			end
			6'h05: begin
				controlAcum = 3'b000;
				outSelMux = 2'b11;
				memControl = 2'b11;
			end
			6'h06: begin
				controlAcum = 3'b000;
				outSelMux = 2'b11;
				memControl = 2'b11;
			end
			6'h07: begin
				controlAcum = 3'b010;
				outSelMux = 2'b11;
				memControl = 2'b00;
			end
			6'h08: begin
				controlAcum = 3'b100;
				outSelMux = 2'b11;
				memControl = 2'b00;
			end
			6'h09: begin
				controlAcum = 3'b010;
				outSelMux = 2'b10;
				memControl = 2'b00;
			end
			6'h0A: begin
				controlAcum = 3'b100;
				outSelMux = 2'b01;
				memControl = 2'b00;
			end
			6'h0B: begin
				controlAcum = 3'b010;
				outSelMux = 2'b11;		 
				memControl = 2'b00;
			end	
			6'h0C: begin
				controlAcum = 3'b100;
				outSelMux = 2'b11;
				memControl = 2'b00;
			end
			6'h0D: begin
				controlAcum = 3'b010;
				outSelMux = 2'b10;
				memControl = 2'b00;
			end
			6'h0E: begin
				controlAcum = 3'b100;
				outSelMux = 2'b01;
				memControl = 2'b00;
			end
			6'h0F: begin
				controlAcum = 3'b010;
				outSelMux = 2'b11;
				memControl = 2'b00;
			end
			6'h10: begin
				controlAcum = 3'b100;
				outSelMux = 2'b11;
				memControl = 2'b00;
			end
			6'h11: begin
				controlAcum = 3'b010;
				outSelMux = 2'b10;
				memControl = 2'b00;
			end
			6'h12: begin
				controlAcum = 3'b100;
				outSelMux = 2'b01;
				memControl = 2'b00;
			end
			6'h13: begin
				controlAcum = 3'b010;
				outSelMux = 2'b11;
				memControl = 2'b00;
			end
			6'h14: begin
				controlAcum = 3'b100;
				outSelMux = 2'b11;
				memControl = 2'b00;
			end
			6'h15: begin
				controlAcum = 3'b010;
				outSelMux = 2'b10;
				memControl = 2'b00;
			end
			6'h16: begin
				controlAcum = 3'b100;
				outSelMux = 2'b01;
				memControl = 2'b00;
			end
			6'h17: begin 
				controlAcum = 3'b010;
				outSelMux = 2'b11;
				memControl = 2'b00;
			end
			6'h18: begin
				controlAcum = 3'b010;
				outSelMux = 2'b11;
				memControl = 2'b00;
			end
			6'h19: begin
				controlAcum = 3'b000;
				outSelMux = 2'b00;
				memControl = 2'b00;
			end
			6'h1A: begin
				controlAcum = 3'b000;
				outSelMux = 2'b11;
				memControl = 2'b00;
			end
			6'h1B: begin
				controlAcum = 3'b000;
				outSelMux = 2'b11;
				memControl = 2'b00;
			end
			6'h1C: begin 
				controlAcum = 3'b000;
				outSelMux = 2'b11;
				memControl = 2'b00;
			end
			6'h1D:	begin 
				controlAcum = 3'b000;
				outSelMux = 2'b11;
				memControl = 2'b00;
			end
			6'h1E: begin
				controlAcum = 3'b000;
				outSelMux = 2'b11;
				memControl = 2'b00;
			end
			6'h1F: begin
				controlAcum = 3'b000;
				outSelMux = 2'b11;
				memControl = 2'b00;
			end
			6'h20: begin
				controlAcum = 3'b000;
				outSelMux = 2'b11;
				memControl = 2'b00;
			end
			6'h21: begin
				controlAcum = 3'b000;
				outSelMux = 2'b11;
				memControl = 2'b00;
			end
			6'h22: begin
				controlAcum = 3'b000;
				outSelMux = 2'b11;
				memControl = 2'b00;
			end
			6'h23: begin
				controlAcum = 3'b000;
				outSelMux = 2'b11;
				memControl = 2'b00;
			end
			6'h24: begin
				controlAcum = 3'b000;
				outSelMux = 2'b11;
				memControl = 2'b00;
			end
			6'h25: begin
				controlAcum = 3'b000;
				outSelMux = 2'b11;
				memControl = 2'b00;
			end
			6'h00: begin
				controlAcum = 3'b000;
				outSelMux = 2'b00;
				memControl = 2'b00;
			end
		endcase
	end
endmodule
module acumAB(data,control, salidaAcumA, salidaAcumB);
	input [7:0] data;
	input [2:0] control;
	output reg [7:0] salidaAcumA;
	output reg [7:0] salidaAcumB;
	always @(*) begin
		case(control)
			3'b000: begin 
				salidaAcumA = salidaAcumA;
				salidaAcumB = salidaAcumB;
			end
			3'b001: begin
				salidaAcumA = data;
				salidaAcumB = salidaAcumB;
			end
			3'b010: begin
				salidaAcumA = data;
				salidaAcumB = salidaAcumB;
			end
			3'b011: begin 
				salidaAcumA = salidaAcumA;
				salidaAcumB = data;
			end
			3'b100: begin 
				salidaAcumA = salidaAcumA;
				salidaAcumB = data;
			end
			default: begin
			  salidaAcumA = salidaAcumA;
			  salidaAcumB = salidaAcumB;
			end
		endcase
	end
endmodule
module id(data,instr,newPC,controlAcum_WB,salidaAcumA,salidaAcumB,branchDir,outSelMux, operation, constant, controlAcum_ID, memControl);
	input [7:0] data;
	input [15:0] instr;
	input [9:0] newPC;
	input [2:0] controlAcum_WB;
	output wire [7:0] salidaAcumA,salidaAcumB;
	output wire [9:0] branchDir;
	output wire [1:0] outSelMux;
	output wire [5:0] operation;
	output wire [7:0] constant;
	output wire [2:0] controlAcum_ID;
	output wire [1:0] memControl;
	acumAB acumuladores (data,controlAcum_WB, salidaAcumA, salidaAcumB);
	decoder decodificador(instr,newPC,constant,branchDir,outSelMux,controlAcum_ID,operation,memControl);
endmodule
</file>
<file path="./run.sh">
#!/bin/bash
# OpenROAD 26Q1-2900-gdf79404cd8, Yosys 0.63+post, stock flow scripts
make -C /OpenROAD-flow-scripts/flow DESIGN_CONFIG=/design/flow/config.mk WORK_HOME=/design/flow/orfs finish
</file>
==> impl_metrics.py <==
# Physical implementation metrics
metrics = {
    "outcome": {
        "outcome": "finished, final reports clean",
    },
    "die": {
        "die_width_um": 112,
        "ios": 84,
        "std_cell_rows": 33,
        "dieHeight_um": 112,
        "coreArea_mm2": 0.00822,
        "die_area_mm2": 0.0125,
        "fp_util_pct": 17.4,
    },
    "cts": {
        "cts_hold_buf": 0,
        "postCtsSetupBuffers": 0,
        "post_cts_resized": 0,
    },
    "worst_setup_path": {
        "critPathLaunch": "instr[0]",
        "cp.required_ps": 6160,
        "crit_arrival_ps": 4510,
        "setup.worst_path.start_class": "input pin",
        "crit_fanout": 5,
        "worst-setup-path-type": "input pin to primary output",
        "cp-end-kind": "primary output",
    },
    "routing": {
        "postRouteAntennaNets": 0,
        "vias_per_cell": 3.99,
        "diodes": 0,
        "num_vias": 1376,
        "first_pass_iters": 4,
        "drt_iter0_drc": 55,
        "finalWirelength_um": 4470,
        "wire_per_inst_um": 12.9,
        "drc": 0,
    },
    "finish": {
        "fill_cells": 899,
        "logic_area_um2": 888,
        "regArea_um2": 345,
        "layoutNonFillerInstCount": 345,
        "drive_above_1_share_pct": 4.58,
        "syn2layout_area_growth_pct": 56.5,
    },
    "hold_path": {
        "holdCritPathClass": "input pin to primary output",
        "hp-start": "instr[7]",
    },
    "synthesis": {
        "top_cell": "dlxtn_1",
        "top_cell_area_share_pct": 24.1,
        "avgSynthCellArea_um2": 8.04,
        "ys_area_mm2": 0.00143,
        "ff_type": "dlxtn_1",
        "synth-edff-count": 0,
        "yosysWarnings": 2,
        "netlist_area_mm2": 0.00143,
        "synth_cells": 178,
        "synth_cell_type_count": 46,
        "ys_top_cells_by_count": "23 x dlxtn_1, 19 x nor2_1, 15 x buf_4, 14 x a21oi_1, 11 x ha_1",
        "top_area_cell": "dlxtn_1",
        "yosys-stat-cells": 178,
        "yosys-top-cells-area": "dlxtn_1 24%, ha_1 9.6%, buf_4 7.9%",
        "synth-seq-cells": 23,
        "async_flop_share_pct": 0,
    },
    "sta": {
        "finalCritPeriodShare_pct": 78.5,
        "fmax_mhz": 165,
        "worst_pin_slew_ps": 632,
        "unclocked_regs": 23,
        "fin_ws_ps": 1650,
        "hold_violations": 0,
        "rsz0062_at_grt": "false",
        "hold_slack_ps": 3920,
        "drv_slew": 0,
        "untimed_endpoints": 46,
        "period_needed_ps": 6050,
        "setup_violations": 0,
        "slew_headroom_pct": 57.8,
        "fin_tns_setup_ps": 0,
    },
    "power": {
        "clkPwrFrac_pct": 0,
        "pwr-share-comb_pct": 91.7,
        "p_sw_share_pct": 35.5,
        "power_density_mw_per_mm2": 67.0,
        "power_leakage_nw": 0.919,
        "switchingPower_w": 0.0000533,
        "seqPwrFrac_pct": 8.3,
        "p_int_w": 0.0000969,
        "irDropWorstVdd_mv": 0.0163,
    },
    "global_route": {
        "grt_pass1_wl_um": 6910,
        "grt_pass1_vias": 1311,
        "grt_max_degree": 19,
        "grt_overflow_total": 0,
        "grt_use_total_pct": 6.37,
        "antenna_found_initial": 0,
    },
    "place": {
        "placed_cells": 345,
        "io_buffers": 84,
        "pre_cts_ws_ps": 1660,
        "dp_hpwl_um": 3920,
        "gp_congestion": 0.797,
    },
    "run": {
        "warning_count": 32,
        "maxCapViolations": 0,
    },
}
[flip-flops by register name, summed over array words and instances, names as in the netlist]
register	flops
acumuladores.salidaAcumA	8
acumuladores.salidaAcumB	8
decodificador.controlAcum	3
decodificador.memControl	2
decodificador.outSelMux	2
[cells by family (layout without fill, tap and decap cells)]
logic type,Yosys count,after routing,synth area share (%)
buffers and inverters,31,93,13.8
AOI/OAI and AO/OA,47,47,21.2
latches,23,23,24.1
and+or+nand+nor,47,47,17.3
adders and majority gates,12,12,11.0
muxes,6,6,4.72
xor gates and xnor gates,12,12,7.87
[worst max-delay path: stages]
cell,delay [ps]
clkdlybuf4s50_1,560
inv_1,60
ha_1,200
nor3b_1,150
ha_1,280
mux2i_1,60
ha_1,340
o2111ai_1,180
and3_1,210
o2111a_1,260
a211oi_2,140
clkdlybuf4s50_1,520
[power groups by stage]
stage	clock, W	sequential, W	combinational (W)
CTS	0	0.0000125	0.000141
global route	0	0.0000129	0.000154
finish	0	0.0000124	0.000138
[metal layers]
metal  vias up  GRT usage (%)  share of wire, %
li1        737              -                 -
met1       593           7.72                43
met2        46           11.3                48
met3         0           2.28               9.4
met4         0              0                 0
met5         -              0                 0
[final timing paths]
path	endpoint	slack [ps]	depth (start not counted)
setup / recovery	branchDir[9]	1650	12
hold / removal	constant[7]	3920	2
[placed cells by master, fill, tap and decap left out, types with 5 or more instances in the layout]
cell type,instances
dlxtn_1,23
ha_1,11
clkdlybuf4s50_1,84
nand2_1,5
a21o_1,5
nor3_1,5
a21oi_1,14
nor2_1,19
o21ai_0,9
xnor2_1,9
inv_1,9
[final cells by class]
cell class,count,share of cell area (%)
inverters,9,1.51
multi-input cells,124,39.7
flip-flops and latches,23,15.4
well taps,105,5.87
repair buffers,84,37.5
[through the flow]
| step | instance area [µm²] | total power, W | util [%] |
|---|---|---|---|
| 3_5_place_dp | 2240 | 0.000153 | 27.3 |
| 5_1_grt | 2240 | 0.000167 | 27.3 |
| 3_3_place_gp | 2240 | 0.000153 | 27.3 |
| 2_1_floorplan | 1430 | 0.0000805 | - |
| 4_1_cts | 2240 | 0.000153 | 27.3 |
| 6_report | 2240 | 0.000150 | 27.3 |
Power is estimated from default activity; no workload was simulated.
